==> design/flow/design.v <==
`timescale 1ps/1ps
module Sigma_Delta#(parameter integer n = 9) (input signed [n:0] alpha,input CLK , output reg  out,output signed  [n:0] QNC );
reg signed [n:0] sum1;
reg signed [n:0] Prev1st;
reg signed [n:0] Prev2nd;
reg signed [n:0]int1; 
reg signed [n:0] sum2;
reg signed [n:0] int2;
wire signed [n:0] neg_int2;
reg signed [n:0] prev;
assign QNC=int1;
assign neg_int2=-int2;
always @(posedge CLK)begin
if (out==1)
sum1=alpha-16;
else
sum1=alpha;
Prev1st = Prev1st+sum1;
int1 =Prev1st;
if (out==1)
sum2=int1-16;
else
sum2=int1;
Prev2nd = Prev2nd+sum2;
int2 =Prev2nd;
if (alpha==0)
out=0;
else begin
if (int2>0) 
out=1;
else
out=0;
end
end
initial begin 
sum1=0;
sum2=0;
prev=0;
Prev2nd=0;
Prev1st=0;
out=1;
end
endmodule
==> design/flow/run.sh <==
#!/bin/bash
# OpenROAD 26Q1-2900-gdf79404cd8, Yosys 0.63+post, stock flow scripts
make -C /OpenROAD-flow-scripts/flow DESIGN_CONFIG=/design/flow/config.mk WORK_HOME=/design/flow/orfs finish
==> design/flow/config.mk <==
export PLATFORM = sky130hd
export DESIGN_NAME = Sigma_Delta
export DESIGN_NICKNAME = Sigma_Delta
export VERILOG_FILES = /design/flow/design.v
export SDC_FILE = /design/flow/constraint.sdc
export NUM_CORES = 4
export LEC_CHECK = 1
export CORE_UTILIZATION = 30
==> design/flow/constraint.sdc <==
current_design Sigma_Delta

set clk_period 9.6
set clk_io_pct 0.2

create_clock -name clk0 -period $clk_period [get_ports {CLK}]

set non_clock_inputs [all_inputs -no_clocks]
set_input_delay [expr $clk_period * $clk_io_pct] -clock clk0 $non_clock_inputs
set_output_delay [expr $clk_period * $clk_io_pct] -clock clk0 [all_outputs]
==> impl_metrics.env <==
# yosys + openroad results
export IMPL_tightest_slew_ns=0.6418
export IMPL_num_vias=1247
export IMPL_gp_congestion=0.8707
export IMPL_dp_hpwl_um=2595
export IMPL_placedCellCount=263
export IMPL_cts_made_buffers=5
export IMPL_cp_required_ns=9.80
export IMPL_first_pass_iters=4
export IMPL_final_cells=271
export IMPL_hp_class="reg2reg"
export IMPL_crit_path_top_delay_cell="clkdlybuf4s50_1"
export IMPL_worstPathArrival_ns=6.08
export IMPL_cts_sinks=31
export IMPL_drv_cap=0
export IMPL_placed_cell_area_sq_mm=0.002011
export IMPL_fp_util_pct=31.13
export IMPL_hold_path_depth=1
export IMPL_drt_iter0_markers=33
export IMPL_finalInstanceArea_sq_mm=0.002128
export IMPL_fp_dieW_um=77.59
export IMPL_antenna_found_initial=0
export IMPL_cp_start_kind="input pin"
export IMPL_timing_final_max_slew_violations=0
export IMPL_drive_gt1_share_pct=8.543
export IMPL_period_needed_ns=5.884
export IMPL_fmaxAchievable_mhz=170.0
export IMPL_maxSlewHeadroom_pct=56.61
export IMPL_num_io_pins=22
export IMPL_status="complete, no violations"
export IMPL_drc=0
export IMPL_skew_ns=0.008555
export IMPL_drt_total_wl_um=3270
export IMPL_syn_area_sq_mm=0.001714
export IMPL_grt_max_degree=12
export IMPL_timing_worst_setup_path_type="in2reg"
export IMPL_clkTransAtPathRegs_ns=0.07
export IMPL_insertion_delay_ns=0.28
export IMPL_end_kind="register"
export IMPL_vias_per_cell=4.601
export IMPL_row_count=27
export IMPL_ys_flops=31
export IMPL_finalSetupTns_ns=0
export IMPL_postSynthAreaPerCell_sq_um=10.02
export IMPL_first_global_vias=1239
export IMPL_num_antenna_cells=0
export IMPL_overflow=0
export IMPL_area_growth_pct=24.16
export IMPL_wl_per_cell_um=12.07
export IMPL_rr_worst_depth=17
export IMPL_edf_count=0
export IMPL_ctsHoldBuffers=0
export IMPL_cts_tree="yes"
export IMPL_dieArea_sq_mm=0.006020
export IMPL_portBuffers=21
export IMPL_yosysSeqAreaShare_pct=36.20
export IMPL_rsz0062_at_grt="false"
export IMPL_setup_viol=0
export IMPL_crit_chain="clkdlybuf4s50_1 > xor2_1 > ha_1 > and2_4 > a221oi_1 > a21boi_0 > or2_2 > ha_1 > nand2_1 > xnor2_1 > ha_1 > a21oi_1 > nand2_1 > and3_1 > a221o_1 > xnor2_1 > xnor3_1 > a311oi_2"
export IMPL_cts_root_buf="clkbuf_8"
export IMPL_die_y_um=77.59
export IMPL_cts_setup_buffers=0
export IMPL_grt_pass1_wl_um=5658
export IMPL_crit_path_frequent_cell="ha_1"
export IMPL_htree_levels=2
export IMPL_min_period_over_period_pct=61.29
export IMPL_synthDistinctLibCells=42
export IMPL_cp_max_fo=6
export IMPL_ys_cells=171
export IMPL_cp_slowest_stage_delay_ns=0.46
export IMPL_async_reset_ff_share_pct=0
export IMPL_warnings=26
export IMPL_syn_inst=171
export IMPL_ctsResizeCount=0
export IMPL_yosys_warnings=1
export IMPL_synth_top_flop_cell="dfxtp_1"
export IMPL_core_sq_mm=0.005507
export IMPL_track_usage_pct=12.10
export IMPL_clockBufferDepth=2
export IMPL_yosysChipArea_sq_mm=0.001714
export IMPL_hold_viol_final=0
export IMPL_ant_nets=0
export IMPL_hold_slack_ns=0.4900
==> routing by layer <==
metal	track usage [%]	vias up	wire length [um]
met1	17.19	558	1604
met3	2.151	6	106
met2	19.91	18	1503
met4	1.698	0	54
met5	0	-	0
li1	-	665	-
==> cell usage after synthesis (all sizes together) (3+ instances only) <==
cell / number / share of area [%]
dfxtp: 31 / 36
ha: 21 / 15
xnor2: 16 / 8.2
inv: 13 / 2.8
a21oi: 9 / 2.6
nand2: 9 / 2.0
nor2: 8 / 1.8
xor2: 8 / 4.1
nor3: 7 / 2.6
o21a: 6 / 2.6
a211oi: 3 / 1.3
o211ai: 3 / 1.6
or2: 3 / 1.1
==> cell type report <==
| cell class | count | area [sq um] |
|---|---|---|
| Tap cell | 72 | 90.09 |
| Clock buffer | 6 | 82.58 |
| Multi-Input combinational cell | 126 | 1041 |
| Fill cell | 558 | 3378 |
| Timing Repair Buffer | 21 | 210.2 |
| Inverter | 13 | 48.80 |
| Clock inverter | 2 | 35.03 |
| Sequential cell | 31 | 620.6 |
==> worst paths after layout <==
path                                   end  slack (ns)       start
worst min register to register  Prev2nd[0]        0.49  Prev2nd[0]
worst min-delay path            Prev2nd[0]        0.49  Prev2nd[0]
worst max-delay path                   out        3.72    alpha[4]
worst max register to register         out        5.26         out
==> per-stage QoR <==
stage / worst slack [ns] / utilization [%]
floorplan: 4.158 / -
global placement: 3.521 / 36.51
detailed placement: 3.417 / 36.51
CTS: 3.706 / 38.65
global route: 3.379 / 38.65
finish: 3.716 / 38.65
==> cell families (layout without fill, tap and decap cells) <==
family          Yosys count  after routing  synth area share, %
compound gates           36             36                15.69
xor+xnor                 25             25                13.58
fa+ha+maj                23             23                17.66
buf+inv                  14             42                3.066
flops                    31             31                36.20
mux                       1              1               0.5840
simple gates             41             41                13.21
==> cell usage in the layout (no fill, tap or decap), types with 3 or more instances in the layout <==
cell type        synthesis  layout
a211oi_1                 3       3
a21oi_1                  9       9
clkbuf_8                 0       6
clkdlybuf4s50_1          0      21
dfxtp_1                 31      31
ha_1                    21      21
inv_1                   13      13
nand2_1                  9       9
nor2_1                   8       8
nor3_1                   5       5
o21a_1                   6       6
or2_2                    3       3
xnor2_1                 16      16
xor2_1                   8       8
==> worst max-delay path, delay by kind of cell <==
family	cells	cell delay (ns)
AND-OR/OR-AND	5	1.20
AND/OR/NAND/NOR	5	0.89
adder cells (fa/ha/maj)	3	0.88
XOR/XNOR	4	0.73
buffers and inverters	1	0.46
==> flip-flops by register name (all words and copies together) (netlist names) <==
signal and cells:
Prev1st 10, Prev2nd 10, int1 10, out 1
