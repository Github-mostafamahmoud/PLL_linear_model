[./design.v]
`timescale 1ps/1ps
parameter int n=23;
module Integ_delay(input signed [n:0] I, input CLK , output reg signed [n:0] Out);
reg signed [n:0] Prev;
always @(posedge CLK) begin
#3
Prev = Prev+I;
Out =Prev;
end
initial begin
Prev<=24'd00;
Out<=24'd0000000;
end
endmodule
module Integ(input signed [n:0] I, input CLK , output reg signed [n:0] Out);
reg signed [n:0] Prev;
always @(posedge CLK) begin
#1
Prev = Prev+I;
Out =Prev;
end
initial begin
Prev=24'd0000000;
Out=24'd0000000;
end
endmodule
[./run.sh]
#!/bin/bash
# OpenROAD 26Q1-2900-gdf79404cd8, Yosys 0.63+post, stock flow scripts
make -C /OpenROAD-flow-scripts/flow DESIGN_CONFIG=/design/flow/config.mk WORK_HOME=/design/flow/orfs finish
[./config.mk]
export PLATFORM = sky130hd
export DESIGN_NAME = Integ_delay
export DESIGN_NICKNAME = Integ_delay
export VERILOG_FILES = /design/flow/design.v
export SDC_FILE = /design/flow/constraint.sdc
export NUM_CORES = 4
export LEC_CHECK = 1
export CORE_AREA = 10 10 104 104
export DIE_AREA = 0 0 114 114
[./constraint.sdc]
current_design Integ_delay

set clk_period 10.2
set clk_io_pct 0.2

create_clock -name clk0 -period $clk_period [get_ports {CLK}]

set non_clock_inputs [all_inputs -no_clocks]
set_input_delay [expr $clk_period * $clk_io_pct] -clock clk0 $non_clock_inputs
set_output_delay [expr $clk_period * $clk_io_pct] -clock clk0 [all_outputs]
==> notes.md <==
fresh numbers from the pnr run: initial DRC count=51, Hold Path Origin=Prev[0], fillers=953, IR drop worst, VDD=0.116 mV, Sink Count=24, Pleak=1.02 nW, Tmin final=4.09 ns, CP max stage delay=0.42 ns, I/O Buffers=48, RSZ-0062 raised after global routing=no, die height=114 um, Synth Warn #=1, row count=34, largest registers=Prev: 24 flops, CP Cell Sequence=clkdlybuf4s50_1 -> ha_1 -> fa_1 -> a21o_1 -> a31oi_1 -> nor3_1 -> o2111ai_1 -> a32oi_1 -> xor2_1, Pre-antenna DRT Iters=5, grt ovf=0, period utilization=0.401, Mean Syn Cell Area=8.36 sq um, post-route ant nets=0, Syn-to-layout area delta=33.7%, Hold/Removal Path Class=flip-flop to flip-flop, # Max-Cap Violations=0, number of logged tool warnings=25, Arrival @ worst endpoint=4.26 ns, mapped cell area=1850 sq um, vias in the first global route=1,729, Max stage delay cell, worst path=fa_1, final wirelength=5020 um, # IOs=49, full die area=13,000 sq um, r2r startpoint=Prev[0], vias post-DR=1,732, FMAX=244 MHz, floorplan utilization=0.213, Critical Path RT=10.36 ns, Layout Cells excl Fill=373, met3 wire length=414 um, TNS Setup=0 ns, skew final=0.00721 ns, EDFF count, synth=0, worst relative slew slack=0.647, RD Place Congestion=0.857, flops & latches, synth=24, via/cell ratio=4.64, placed insts=370, global-route wire length before repair=8420 um, CTS resizes=0, Worst Tran Pin Value=0.524 ns, Clock Tree Root=clkbuf_8, TritonCTS clock tree=yes, Top Metal Used=met4, Clk pin slew, worst setup/hold paths=0.09 ns, worst-path maximum fanout=3, WS Path Type=input port to flip-flop, crit end category=flip-flop, Place WS=5.81 ns, most numerous logic cell after layout=clkdlybuf4s50_1, Power Density=326 nW/um^2, antenna violations before repair=0, yosys stat area=1850 sq um, final worst slack=6.11 ns, share of layout cells above drive strength 1=0.0491, Hold Vio Cnt, Final=0, register share after synthesis=0.260, Die Width=114 um, Biggest register=Prev, routed wl met2=2220 um, Power Total=0.000805 W, Async SR Flop Fraction=0, # setup viols final=0, ys flop type=dfxtp_1, Core Footprint=8680 sq um, Bufs on Longest Clock Path=2, antenna cells=0, TritonCTS Buffers=3, Post-CTS Hold Fix Bufs=0, Largest register FFs=24, crit start category=input port, Pins Over Slew Limit=0, Met1 Wirelength=2350 um, Yosys Instances=221, CTS H-tree lvls=1, WL/cell=13.5 um, hpwl dp=4200 um, # DRC=0, Syn Inst Count=221, CP startpoint=I[0], clk latency late pin=0.27 ns, Tot GR Track Use=0.0779, Cell Type Count=52, status=finished clean, Post-CTS Setup Bufs=0, Top cells excl fill/tap=48 x clkdlybuf4s50_1, 24 x dfxtp_1, 23 x ha_1, largest net degree at the start of global routing=13
cell usage after synthesis, drive strengths merged, types with 3 or more instances:
| library cell | number | area share |
|---|---|---|
| o21ai | 12 | 0.033 |
| inv | 7 | 0.014 |
| a31oi | 5 | 0.020 |
| xor2 | 5 | 0.024 |
| a21oi | 21 | 0.059 |
| nand4 | 5 | 0.017 |
| buf | 5 | 0.014 |
| nand2 | 17 | 0.036 |
| a211oi | 3 | 0.015 |
| xnor2 | 12 | 0.057 |
| nor3 | 5 | 0.014 |
| a21o | 9 | 0.037 |
| nand3 | 10 | 0.030 |
| o21bai | 4 | 0.016 |
| nor2 | 19 | 0.039 |
| ha | 23 | 0.16 |
| dfxtp | 24 | 0.26 |
critical path, delay by kind of cell:
| kind | cells | cell delay (ns) |
|---|---|---|
| AND/OR/NAND/NOR | 1 | 0.11 |
| buffers and inverters | 1 | 0.40 |
| adder cells (fa/ha/maj) | 2 | 0.65 |
| XOR/XNOR | 1 | 0.16 |
| AND-OR/OR-AND | 4 | 0.90 |
layer usage:
metal | up-vias | GRT usage
li1 | 905 | -
met1 | 776 | 0.107
met2 | 49 | 0.123
met3 | 2 | 0.0260
met4 | 0 | 0.00334
met5 | - | 0
path summary, 6_finish.rpt:
path / to / depth (start not counted) / slack [ns]
setup / recovery: Prev[22] / 9 / 6.11
hold / removal: Prev[0] / 1 / 0.48
setup reg to reg: Prev[22] / 8 / 7.98
hold reg to reg: Prev[0] / 1 / 0.48
kinds of logic (layout without fill, tap and decap cells):
group | Yosys count | in the layout | synth area share
flip-flops | 24 | 24 | 0.260
XOR/XNOR | 17 | 17 | 0.0806
AND/OR/NAND/NOR | 69 | 69 | 0.184
buffers and inverters | 14 | 58 | 0.0325
adder cells (fa/ha/maj) | 24 | 24 | 0.167
AND-OR/OR-AND | 72 | 72 | 0.271
multiplexers | 1 | 1 | 0.00542
metrics by stage:
stage	util	cell area [sq um]	hold slack, ns
floorplan	-	1850	0.420
global placement	0.280	2430	0.462
detailed placement	0.280	2430	0.464
CTS	0.285	2470	0.490
global route	0.285	2470	0.515
finish	0.285	2470	0.485
area by class of cell:
cell class	instances	area, sq um	share of cell area
Clock buffer	3	41.3	0.0167
Inverter	7	26.3	0.0106
Multi-Input combinational cell	183	1310	0.529
Sequential cell	24	480	0.195
Tap cell	108	135	0.0547
Timing Repair Buffer	48	480	0.195
power by group:
| group | switching, W | leakage, nW | total (W) | internal [W] |
|---|---|---|---|---|
| Sequential | 0.0000295 | 0.203 | 0.000181 | 0.000152 |
| Clock | 0.0000319 | 0.0216 | 0.0000584 | 0.0000265 |
| Combinational | 0.000279 | 0.796 | 0.000565 | 0.000287 |
Power and IR drop assume default switching activity.
